### ./design.v
module full_adder (sum, c_out, a, b, c_in);
    output sum;
    output c_out;
    input a;
    input b;
    input c_in;
    wire w1, w2, w3;
    xor xo1 (sum, w1, c_in);
    xor xo2 (c_out, w2, w3);
    and a1 (w3, w1, c_in);
    xor xo3 (w1, a, b);
    and a2 (w2, a, b);
endmodule
module full_adder4 (sum, c_out, a, b, c_in);
    output [3:0] sum;
    output c_out;
    input [3:0] a;
    input [3:0] b;
    input c_in;
    wire c1, c2, c3;
    full_adder fa1 (sum[0], c1, a[0], b[0], c_in);
    full_adder fa2 (sum[1], c2, a[1], b[1], c1);
    full_adder fa3 (sum[2], c3, a[2], b[2], c2);
    full_adder fa4 (sum[3], c_out, a[3], b[3], c3);
endmodule
### ./config.mk
export PLATFORM = sky130hd
export DESIGN_NAME = full_adder4
export DESIGN_NICKNAME = full_adder4
export VERILOG_FILES = /design/flow/design.v
export SDC_FILE = /design/flow/constraint.sdc
export NUM_CORES = 4
export LEC_CHECK = 1
export CORE_AREA = 10 10 70 70
export DIE_AREA = 0 0 80 80
### ./constraint.sdc
current_design full_adder4

set clk_period 5.0
set clk_io_pct 0.2

create_clock -name clk0 -period $clk_period

set non_clock_inputs [all_inputs -no_clocks]
set_input_delay [expr $clk_period * $clk_io_pct] -clock clk0 $non_clock_inputs
set_output_delay [expr $clk_period * $clk_io_pct] -clock clk0 [all_outputs]
### ./run.sh
#!/bin/bash
# OpenROAD 26Q1-2900-gdf79404cd8, Yosys 0.63+post, stock flow scripts
make -C /OpenROAD-flow-scripts/flow DESIGN_CONFIG=/design/flow/config.mk WORK_HOME=/design/flow/orfs finish
==> qor.txt <==
Clock buffer cells -> 0
DP Worst Slack -> 0.537 ns
Tcrit/Tclk final -> 88.9%
Initial Util -> 4.32%
post-detailed-route count of antenna-violating nets -> 0
fill cell count -> 401
first-pass GRT wire length -> 745 µm
leakage -> 0.137 nW
Yosys top cell by area -> fa_1
Fin Setup TNS -> 0 ns
kind of cell adding the most delay to the critical path -> adder cells
dpl hpwl -> 392 µm
Via density -> 1.59
crit path max fanout -> 1
busiest grt layer -> met1
Critical Path Source -> b[0]
Max IR drop VDD -> 0.0305 mV
met2 Use GR -> 1.77%
max-cap violation count -> 0
Synth warnings -> 0
grt met1 use -> 2.01%
Final Max Tran Viols -> 0
drt wl/cell -> 5.35 µm
relative slew slack -> 92.5%
Synth area leaders -> fa_1 54%, inv_1 25%, buf_4 20%
Max stage delay cell, worst path -> clkdlybuf4s50_1
Finished Core Util -> 9.23%
area reported by Yosys stat -> 148 µm²
status -> finished clean
Total GRT Usage -> 1.44%
Startpoint Class -> input port
final wirelength -> 396 µm
# Cells Yosys -> 18
layout cells sized above 1 -> 0%
gr ovfl total -> 0
CORE AREA -> 0.00342 mm²
vias in the first global route -> 166
Syn Inst Count -> 18
syn_area_per_cell -> 8.20 µm²
Commonest Layout Cell -> clkdlybuf4s50_1
element type at the critical path end -> output pin
Inst Count DP -> 74
crit path DAT -> 3.45 ns
RSZ-0062 raised after global routing -> false
number of setup buffers added after CTS -> 0
Hold Buf Count CTS -> 0
P&R area growth vs syn -> 114%
GR Layer Usage met3 -> 1.14%
Post-synth seq share -> 0%
# rows -> 21
Tool Warnings -> 32
CP peak stage delay -> 0.46 ns
Synth Cell Area -> 148 µm²
FMAX -> 225 MHz
Final min period -> 4.45 ns
worst setup margin -> 0.553 ns
via count -> 118
Power Total -> 0.0282 mW
Cell Pwr Density -> 89.5 mW/mm²
port buffer count -> 14
HP Class -> in -> out
Fin. Hold Viols -> 0
initial antenna violation count -> 0
non-filler instance count after layout -> 74
Ports -> 14
hold_sp -> c_in
CTS resizes -> 0
Unique cell types -> 3
Logic area -> 80.1 µm²
Antenna Cells -> 0
setup violation total in the final timing report -> 0
Residual DRC -> 0
CP required -> 4.00 ns
most frequent cells in the layout -> 14 x clkdlybuf4s50_1, 10 x inv_1, 4 x fa_1
Die X -> 80 µm
crit path kind -> in -> out
CP cell instances -> clkdlybuf4s50_1 > inv_1 > fa_1 > inv_1 > fa_1 > fa_1 > inv_1 > fa_1 > inv_1 > clkdlybuf4s50_1
Pre-antenna DRT Iters -> 2
crit path buf inv count -> 6
full die area -> 0.00640 mm²
Iter 0 DRT Violations -> 2
Seq cells -> 0
Least-Margin Pin Slew -> 0.111 ns
FF+latch area -> 0 µm²
Top-area cell share -> 54.2%
Die H -> 80 µm
largest net degree at the start of global routing -> 2
RePlAce Congestion -> 0.781
==> kinds of logic after synthesis <==
family     after synthesis  share of synthesized area [%]
buf+inv                 14                           45.8
fa+ha+maj                4                           54.2
==> path summary, 6_finish.rpt <==
path / slack [ns] / to / depth (start not counted)
max: 0.55 / sum[3] / 10
min: 3.03 / sum[0] / 5
==> power breakdown <==
part | internal, mW | switching (mW)
Clock | 0 | 0
Combinational | 0.0205 | 0.00772
Sequential | 0 | 0
Total | 0.0205 | 0.00772
==> Yosys cell counts, drive strengths merged <==
master   n
inv     10
buf      4
fa       4
==> per-layer routing <==
| metal | wire, µm | vias up |
|---|---|---|
| met5 | 0 | - |
| met4 | 0 | 0 |
| met3 | 140 | 0 |
| met2 | 62 | 14 |
| met1 | 193 | 44 |
| li1 | - | 60 |
==> worst min-delay path, cell delays in order <==
cell	delay, ns
clkdlybuf4s50_1	0.40
inv_1	0.06
fa_1	0.15
inv_1	0.03
clkdlybuf4s50_1	0.39
==> per-stage QoR <==
stage	instance area [µm²]	hold slack (ns)
finish	315	3.03
detailed placement	315	3.05
CTS	315	3.05
global placement	315	3.04
floorplan	148	2.22
global route	315	3.10
==> final cells by class <==
class                           count  area share [%]
Inverter                           10            11.9
Timing Repair Buffer               14            44.4
Tap cell                           46            18.3
Multi-Input combinational cell      4            25.4
No activity file was given, so power comes from the tool's default toggle rates.
