File: design/flow/constraint.sdc
current_design traffic_signal

set clk_period 1.1
set clk_io_pct 0.2

create_clock -name clk0 -period $clk_period [get_ports {clk}]

set non_clock_inputs [all_inputs -no_clocks]
set_input_delay [expr $clk_period * $clk_io_pct] -clock clk0 $non_clock_inputs
set_output_delay [expr $clk_period * $clk_io_pct] -clock clk0 [all_outputs]
File: design/flow/config.mk
export PLATFORM = sky130hd
export DESIGN_NAME = traffic_signal
export DESIGN_NICKNAME = traffic_signal
export VERILOG_FILES = /design/flow/design.v
export SDC_FILE = /design/flow/constraint.sdc
export NUM_CORES = 4
export LEC_CHECK = 1
export CORE_AREA = 10 10 70 70
export DIE_AREA = 0 0 80 80
File: design/flow/design.v
module traffic_signal (hwy, cntry, x, clk, rst);
    output reg [1:0] hwy, cntry;
    input clk, rst;
    input x;
    parameter RED = 2'b00;
    parameter YELLOW = 2'b01;
    parameter GREEN = 2'b10;
    parameter S0 = 3'b000;  
    parameter S1 = 3'b001;  
    parameter S2 = 3'b010;  
    parameter S3 = 3'b011;  
    parameter S4 = 3'b100;  
    reg [2:0] state, next_state;
    always @(posedge clk or posedge rst) begin
        if (rst)
            state <= S0;
        else
            state <= next_state;
    end
    always @(*) begin
        hwy = GREEN;
        cntry = RED;
        case (state)
            S0: ;
            S1: hwy = YELLOW;
            S2: hwy = RED;
            S3: begin
                hwy = RED;
                cntry = GREEN;
            end
            S4: begin
                hwy = RED;
                cntry = YELLOW;
            end
        endcase
    end
    always @(state or x) begin
        case (state)
            S0: next_state = (x) ? S1 : S0;
            S1: next_state = S2;
            S2: next_state = (x) ? S3 : S2;
            S3: next_state = S4;
            S4: next_state = S0;
            default: next_state = S0;
        endcase
    end
endmodule
File: design/flow/run.sh
#!/bin/bash
# OpenROAD 26Q1-2900-gdf79404cd8, Yosys 0.63+post, stock flow scripts
make -C /OpenROAD-flow-scripts/flow DESIGN_CONFIG=/design/flow/config.mk WORK_HOME=/design/flow/orfs finish
==> results.toml <==
# yosys + openroad results
[timing]
slew_headroom = 0.872
skew_ns = 0.00790
hold_viol = 0
tns_ns = -0.265
setup_viol = 3
period_used_share = 1.16
tightest_slew_ns = 0.192
rsz0062_at_grt = "yes"
slew_violations = 0
max_clock_freq_mhz = 786
min_period_ns = 1.27
worst_slack_ns = -0.173

[global_route]
antenna_found_initial = 0
grt_first_pass_wirelength_um = 945
track_usage = 0.0202
grt.overflow.total = 0
grt_start_max_net_pins = 6
grt_pass1_vias = 199

[clock_network]
cts_tree = "built"
cts.path.max_buffers = 2
clock-sinks = 5
cts_root_buf = "clkbuf_4"
cts.clk_slew.worst_paths_ns = 0.05
hold_buffers = 0
h-tree-depth = 1
cts_made_buffers = 3
clkLatencyLatePin_ns = 0.25

[placement]
globalplace.congestion = 0.735
numPortBuffers = 6
dp_hpwl_um = 354
dp_slack_ns = -0.245
dpl.cell_count = 68

[floorplanning]
ioPinCount = 7
die_area_um2 = 6400
num_rows = 21
core_area_um2 = 3420
chipWidth_um = 80
die_h_um = 80
initCoreUtil = 0.0549

[hold_path]
worst_hold_path_type = "in -> async"

[worst_setup_path]
r2r_slack_ns = 0.18
critPathRequiredTime_ns = 0.88
cp.arrival_ns = 1.05
startpoint_type = "flop"
end_kind = "output pin"
critPathMaxFanout = 2
r2r-end = "state[2]"
rr_worst_depth = 3
critPathKind = "reg -> out"
rr_startpoint = "state[3]"

[route]
vias = 162
routedWlPerCell_um = 7.17
first_pass_iters = 2
drt_wl_total_um = 552
routed_via_density = 2.10
drc = 0
n_antenna_cell = 0
drt.antenna.violating_nets = 0
drt_iter0_drc = 17

[job]
cap_violations = 0
warnings = 27

[layout]
syn_to_final_growth_pct = 117
fin_util = 0.119
largest_reg_flops = 5
largestRegisters = "state (5)"
fin_cells = 77
largest-register = "state"
drive_above_1_share = 0.645

[logic_synthesis]
syn_inst = 15
ys_warn_count = 1
ys_ff = 5
synth_stat.cells = 15
yosys_area_um2 = 188
ys_types = 9
syn_avg_cell_area_um2 = 12.5
synth_area_um2 = 188
ys_seq_frac = 0.673

[pwr]
cellPowerDensity_nw_per_um2 = 1010
leakagePower_uw = 0.000208
ir_drop_v = 0.000257

[status]
violations = "negative setup slack"
outcome = "finished, violations left"
-- layout make-up --
cell class | count | area, µm²
Sequential cell | 5 | 126
Multi-Input combinational cell | 5 | 51.3
Clock buffer | 4 | 26.3
Inverter | 2 | 7.51
Timing Repair Buffer | 15 | 139
Fill cell | 391 | 3010
Tap cell | 46 | 57.6
-- placed cells by master, fill, tap and decap left out --
master / netlist / final
a21o_1: 1 / 1
a21o_2: 1 / 1
and2_1: 1 / 1
and2_2: 1 / 1
buf_2: 0 / 2
buf_4: 0 / 4
buf_6: 0 / 7
clkbuf_1: 3 / 1
clkbuf_4: 0 / 3
clkdlybuf4s50_1: 0 / 2
dfrtp_1: 4 / 4
dfstp_2: 1 / 1
inv_1: 2 / 2
nor4_4: 0 / 1
-- metrics by stage --
step | hold slack [ns] | area, µm² | power (µW)
after floorplan | -0.00221 | 188 | 191
after global placement | 0.430 | 324 | 200
after detailed placement | 0.432 | 324 | 200
after CTS | 0.192 | 397 | 415
after global routing | 0.202 | 408 | 441
final | 0.177 | 408 | 411
-- cells in the mapped netlist --
cell type  number  share of area
dfrtp_1         4           0.53
nor4_2          1          0.067
and2_2          1          0.040
and2_1          1          0.033
a21o_1          1          0.040
clkbuf_1        3          0.060
inv_1           2          0.040
a21o_2          1          0.047
dfstp_2         1           0.14
-- critical path, cell delays in order, from the launching register on --
cell and delay, ns:
dfrtp_1 0.38, buf_6 0.12, nor4_4 0.18, buf_2 0.13
-- worst max path at each step --
stage,to,from,cells after the start,slack (ns)
after CTS,hwy[1],state[3],3,-0.19
final,hwy[1],state[4],3,-0.17
after global routing,hwy[1],state[4],3,-0.25
-- report_power, final --
| group | internal, µW | total (µW) | switching, µW |
|---|---|---|---|
| registers | 185 | 185 | 0 |
| logic | 6.79 | 13.0 | 6.22 |
| clock network | 137 | 213 | 76.2 |
| total | 329 | 411 | 82.4 |
-- per-layer routing --
layer,global-route usage,vias up,wire [µm]
met5,0,-,0
li1,-,79,-
met3,0.0295,0,112
met1,0.0215,73,254
met2,0.0217,10,185
met4,0.00352,0,0
-- cell families after synthesis --
group,share of synthesized area
AND/OR/NAND/NOR,0.140
buffers and inverters,0.100
AND-OR/OR-AND,0.0867
flip-flops,0.673
-- repair_timing --
item	in CTS	in global routing
hold endpoints to repair	0	0
endpoints found under the setup margin	4	5
gates resized	17	6
pin swaps	0	1
buffers inserted	6	2
Power and IR drop assume default switching activity.
